$ cat /design/flow/run.sh
#!/bin/bash
# OpenROAD 26Q1-2900-gdf79404cd8, Yosys 0.63+post, stock flow scripts
make -C /OpenROAD-flow-scripts/flow DESIGN_CONFIG=/design/flow/config.mk WORK_HOME=/design/flow/orfs finish
$ cat /design/flow/config.mk
export PLATFORM = sky130hd
export DESIGN_NAME = dmem
export DESIGN_NICKNAME = dmem
export VERILOG_FILES = /design/flow/design.v
export SDC_FILE = /design/flow/constraint.sdc
export NUM_CORES = 4
export LEC_CHECK = 1
export CORE_UTILIZATION = 50
$ cat /design/flow/constraint.sdc
current_design dmem

set clk_period 40.2
set clk_io_pct 0.2

create_clock -name clk0 -period $clk_period [get_ports {clk}]

set non_clock_inputs [all_inputs -no_clocks]
set_input_delay [expr $clk_period * $clk_io_pct] -clock clk0 $non_clock_inputs
set_output_delay [expr $clk_period * $clk_io_pct] -clock clk0 [all_outputs]
$ cat /design/flow/design.v
 module dmem(input    logic              clk, we,
                    input    logic [31:0] a, wd,
                    output logic [31:0] rd);
    logic [31:0] RAM[63:0];
    assign rd = RAM[a[31:2]];  
    always_ff @(posedge clk)
        if (we) RAM[a[31:2]] <= wd;
 endmodule
==> summary.txt <==
run results: average footprint of a synthesized cell=between 15 and 20 µm², Initial DRC Count=around 2700, RSZ-0062 raised after global routing=no, tally of OpenROAD warnings=approximately 52, Yosys warning count=1, leftover overflow at the end of global routing=0, ratio of total power to cell area=roughly 50 nW/µm², RD Place Congestion=about 0.94, number of iterations in the first detailed-routing pass=7, minimum period implied by the final worst setup slack=between 20000 and 25000 ps, maximum number of pins on one net before global-route repair=87, required time of the critical path=approximately 32000 ps, cell-by-cell listing of the critical path=buf_8 -> buf_4 -> buf_4 -> buf_4 -> nand2b_4 -> nor2_2 -> buf_4 -> a22oi_1 -> a31oi_1 -> a2111oi_0 -> buf_4 -> nand3_1 -> clkdlybuf4s50_1, share of layout cells above drive strength 1=between 15 and 20%, kind of critical path=primary input to output pin, launch point of the worst path=a[2], clock buffer depth=3, total of flip-flops plus latches after synthesis=between 2000 and 2500, arrival time at the worst endpoint=approximately 14000 ps, number of global-route vias before repair=~44000, post-layout util=between 50% and 60%, total placed instance area=a little over 80000 µm², Peak Freq=between 40 and 50 MHz, die outline area=158000 µm², overall track demand over capacity in global routing=a little under a third, prevailing post-synth register cell=sky130_fd_sc_hd__edfxtp_1, routed length per placed instance=roughly 33 µm, number of sinks handled by clock tree synthesis=around 2000, instance count along the most critical hold path=1, slew of the pin with the lowest slew margin=1080 ps, CP max stage cell=sky130_fd_sc_hd__clkdlybuf4s50_1, synthesis area per yosys=slightly below 80000 µm², CTS clock-pin slew for the worst setup and hold paths=around 60 ps, flip-flops with a built-in enable=2048, run status=complete, no violations, worst-path fanout max=52, hold_buf cts=0, TritonCTS clock tree=built, setup violation total in the final timing report=0, number of clock buffers inserted by TritonCTS=slightly above 200, total half-perimeter wirelength after legalization and detailed placement=around 120000 µm, Stages on worst setup path=13, H-tree depth reported by CTS=4, standard-cell rows=approximately 140, Via density=6.36, number of distinct standard cells referenced by the synthesized netlist=55, number of port buffers=approximately 70, count of mapped cells out of synthesis=about 4200, critical path launch point type=primary input, CTS root buf=sky130_fd_sc_hd__clkbuf_16, Max Cap Violations=0, maximum vdd ir drop=approximately 44 µV, total count of hold-check failures in the final report=0, buffers inserted by post-CTS timing repair=0, Slew Limit Headroom=between 20% and 30%, area growth from synthesis to final layout=13.3%, total leakage power=between 20 and 30 nW, final clock period utilization by the worst path=53.8%, Vias=41915, effective utilization at floorplan=roughly half, total power=around 0.0044 W, mapped cell area=roughly 78000 µm², asr flop ratio synth=0%, hold_ws=around 7500 ps, remaining design rule violation count=0, max FFs per register=roughly 2000, global-route wire length before repair=approximately 310000 µm, endpoint of the worst setup timing path=rd[28], Largest delay share family, worst path=buffers and inverters, Crit path buffers/inverters=7, Min-Delay Path Class=primary input to register, number of standard cells reported by yosys=around 4200, number of placed I/O pins=~98, Max Transition Viols Final=0, crit path capture type=output pin, longest individual stage delay on the worst path=approximately 620 ps, area of all placed cells without fillers=a little under 90000 µm², area of the core=155000 µm², floorplan die width=just under 400 µm, antenna violations before repair=20, antenna-violating nets left=0, wirelength, routed=roughly 220000 µm, number of gates resized after cts=0, sequential area share after synthesis=between 70% and 80%, Die Ht=slightly below 400 µm, Fin Setup TNS=0 ps, Top cell by count, worst path=sky130_fd_sc_hd__buf_4
==> worst min path at each step <==
stage / startpoint / to / slack, ps
global route: wd[6] / RAM[49][6] / 7410
CTS: wd[6] / RAM[49][6] / 7400
finish: wd[6] / RAM[49][6] / 7450
==> routing by layer <==
| layer | vias up | GRT usage [%] | share of wire, % | wire [µm] |
|---|---|---|---|---|
| met4 | 34 | 9.31 | 3.9 | 8560 |
| met3 | 423 | 24.5 | 18 | 39900 |
| li1 | 17905 | - | - | - |
| met1 | 20903 | 41.4 | 33 | 71000 |
| met2 | 2650 | 42.8 | 45 | 98400 |
| met5 | - | 1.12 | 0.18 | 385 |
==> metrics by stage <==
step | cells | setup WS, ps
after floorplan | 4207 | 22010
final | 6593 | 18570
after global routing | 6589 | 18330
after detailed placement | 6216 | 18710
after global placement | 6216 | 18640
after CTS | 6589 | 18660
==> final cells by class <==
type / instances / area (µm²)
Multi-Input combinational cell: 1859 / 16100
Clock inverter: 120 / 1100
Timing Repair Buffer: 263 / 2030
Inverter: 2 / 15.0
Fill cell: 11232 / 66100
Sequential cell: 2048 / 61500
Clock buffer: 253 / 5350
Tap cell: 2044 / 2560
Antenna cell: 4 / 10.0
==> cells in the mapped netlist (all sizes together), types with 66 or more instances <==
library cell  count  area share (%)
edfxtp         2048              79
a22o             66            0.74
nor2            145            0.70
clkbuf          169            0.82
a221oi          175             2.0
mux2            147             2.1
o22ai            93            0.74
o22a             70            0.78
mux4             96             2.8
o21ai            85            0.54
a21oi           121            0.77
a22oi           188             1.8
mux2i           259             3.3
buf             129            0.87
and3             85            0.68
==> layout by cell type (no fill, tap or decap), types with 16 or more instances in the layout <==
cell type | synthesis | final
sky130_fd_sc_hd__a211oi_1 | 17 | 17
sky130_fd_sc_hd__a21oi_1 | 121 | 121
sky130_fd_sc_hd__a221oi_1 | 175 | 175
sky130_fd_sc_hd__a222oi_1 | 16 | 16
sky130_fd_sc_hd__a22o_1 | 66 | 66
sky130_fd_sc_hd__a22oi_1 | 188 | 188
sky130_fd_sc_hd__a31oi_1 | 43 | 43
sky130_fd_sc_hd__and3_1 | 85 | 85
sky130_fd_sc_hd__buf_2 | 83 | 32
sky130_fd_sc_hd__buf_4 | 8 | 190
sky130_fd_sc_hd__clkbuf_1 | 168 | 46
sky130_fd_sc_hd__clkbuf_16 | 0 | 207
sky130_fd_sc_hd__clkdlybuf4s50_1 | 0 | 36
sky130_fd_sc_hd__clkinv_1 | 0 | 57
sky130_fd_sc_hd__clkinv_2 | 0 | 35
sky130_fd_sc_hd__edfxtp_1 | 2048 | 2048
sky130_fd_sc_hd__mux2_2 | 147 | 147
sky130_fd_sc_hd__mux2i_1 | 259 | 259
sky130_fd_sc_hd__mux4_2 | 96 | 96
sky130_fd_sc_hd__nand2_1 | 28 | 27
sky130_fd_sc_hd__nand3_1 | 54 | 53
sky130_fd_sc_hd__nor2_1 | 145 | 77
sky130_fd_sc_hd__nor2_4 | 0 | 67
sky130_fd_sc_hd__nor3_1 | 22 | 19
sky130_fd_sc_hd__o21ai_0 | 84 | 84
sky130_fd_sc_hd__o22a_1 | 70 | 70
sky130_fd_sc_hd__o22ai_1 | 93 | 93
==> power breakdown <==
part,leakage (nW),internal [W],switching [W],total [W]
logic,6.82,0.0000754,0.000175,0.000251
registers,18.4,0.00236,0.00000288,0.00237
clock network,3.14,0.00103,0.000791,0.00183
==> cells by family after synthesis <==
family / synth area share (%)
flip-flops: 78.6
AND-OR/OR-AND: 8.73
multiplexers: 8.19
AND/OR/NAND/NOR: 2.83
buffers and inverters: 1.70
Power is estimated from default activity; no workload was simulated.
