$ cat /design/flow/config.mk
export PLATFORM = sky130hd
export DESIGN_NAME = execute_phase
export DESIGN_NICKNAME = execute_phase
export VERILOG_FILES = /design/flow/design.v
export SDC_FILE = /design/flow/constraint.sdc
export NUM_CORES = 4
export LEC_CHECK = 1
export CORE_AREA = 10 10 196 196
export DIE_AREA = 0 0 206 206
$ cat /design/flow/constraint.sdc
current_design execute_phase

set clk_period 1.0
set clk_io_pct 0.2

create_clock -name clk0 -period $clk_period [get_ports {clk}]

set non_clock_inputs [all_inputs -no_clocks]
set_input_delay [expr $clk_period * $clk_io_pct] -clock clk0 $non_clock_inputs
set_output_delay [expr $clk_period * $clk_io_pct] -clock clk0 [all_outputs]
$ cat /design/flow/design.v
module execute_phase (
    input logic clk,
    input logic FlushE,
    input logic [31:0] RD1,
    input logic [31:0] RD2,
    input logic [31:0] PCD,
    input logic [31:0] ImmExt_D,
    input logic [31:0] PC_Plus4D,
    input logic [4:0] RdD,
    input logic [4:0] Rs1D,
    input logic [4:0] Rs2D,
    output  logic [4:0] RdE,
    output  logic [4:0] RSD1_E,
    output  logic [4:0] RSD2_E,
    output  logic [31:0] RD1E,
    output  logic [31:0] RD2E,
    output  logic [31:0] PCE,
    output  logic [31:0] ImmExt_E,
    output  logic [31:0] PC_Plus4E
);
always_ff @(posedge clk)
    begin
            if (FlushE) begin
                RD1E<='0;
                RD2E<='0;
                RSD1_E<='0;
                RSD2_E<='0;
                PCE<='0;
                RdE<='0;
                ImmExt_E<='0;
                PC_Plus4E<='0;
            end else begin
                RD1E<=RD1;
                RD2E<=RD2;
                RSD1_E<=Rs1D;
                RSD2_E<=Rs2D;
                PCE<=PCD;
                RdE<=RdD;
                ImmExt_E<=ImmExt_D;
                PC_Plus4E<=PC_Plus4D;
            end
        end                     
endmodule
$ cat /design/flow/run.sh
#!/bin/bash
# OpenROAD 26Q1-2900-gdf79404cd8, Yosys 0.63+post, stock flow scripts
make -C /OpenROAD-flow-scripts/flow DESIGN_CONFIG=/design/flow/config.mk WORK_HOME=/design/flow/orfs finish
==> flow_results.org <==
* Implementation run

** Place
- The detailed placer reported the number of placed instances as 1166.
- After legalization and detailed placement, the total HPWL measured 13.9 mm.
- Final weighted congestion in routability-driven placement :: 0.774
- Port Buffer Count :: 351

** Pwr
- The internal power of the cells totals 11900 uW.
- The analysis attributes to net switching a power of 3440 uW.
- Summed over all cells, the static leakage comes to 0.00372 uW.
- The flow reported a cell area power density of 1790 mW/mm2.
- Combinational share of power :: 9.4%
- The power report attributes to the sequential group a share of 48.5%.
- Sw Share :: 22.4%
- Worst-case vdd ir drop :: 1250 uV
- Clk network pwr share :: 42.1%

** Route
- After detailed routing, the wire length on met1 is 6.70 mm.
- Final WL :: 17.4 mm
- The detailed router used layers up to and including met4.
- The routed design uses 2.78 mm of met3 wire.
- After detailed routing, the average wire length per cell comes to 14.5 um.
- The count of nets left with antenna violations once routing finished came out at 0.
- Dividing the detail-routed via count by the number of cells gives 3.08.
- Remaining design rule violation count :: 0
- Per the detail_route log, met2 wirelength is 7.72 mm.
- 1st-pass router iterations :: 4
- Diode count :: 0
- Number of DRC markers after the initial detailed-route iteration :: 44
- Vias after detailed routing :: 3684

** Clock network
- CTS H-tree depth :: 4
- TritonCTS created 17 clock buffers.
- The root buffer cell chosen for the clock tree is sky130_fd_sc_hd__clkbuf_16.
- Clock tree from TritonCTS :: yes
- Number of clock sinks seen by CTS :: 175
- Clock-pin transition on the worst setup and hold timing paths :: 0.07 ns
- Counting along the longest clock path gives a buffer depth of 2.
- Per the repair_timing log after CTS, setup buffers inserted total 0.

** STA
- Checking max transition, the worst relative margin is 85.4%.
- Highest clock frequency the design can meet :: 905 MHz
- Setup repair after global routing could not meet its margin everywhere.
- Total setup violations reported at the end of the flow :: 175
- In the post-route analysis, the smallest setup slack over all paths is -0.105 ns.
- Crit share post-route :: 110%
- In the final report, the number of hold violations comes to 0.
- Max-slew violation total from the final report :: 0
- Worst slew pin tran :: 0.219 ns
- The final timing report derives a shortest allowable period of 1.10 ns.
- Hold is met by 0.0722 ns.

** Finish
- Footprint of the multi-input gates :: 0.00109 mm2
- The layout summary lists the proportion of cells stronger than drive strength 1 as 33.1%.
- Post-synthesis to final-layout area growth :: 82.9%
- Once layout is complete, the cells apart from fillers number 1198.
- Per the layout area report, the register area comes to 0.00354 mm2.
- Fill cells :: 3688

** Logic synthesis
- In the Yosys report, the sequential cells make up 74.7% of the chip area.
- In the Yosys stats the netlist draws on 4 distinct library cells.
- Of all cell types, the one taking the most synthesized area is sky130_fd_sc_hd__dfxtp_1.
- Share of async-settable or async-resettable flops after synthesis :: 0%
- YS chip area :: 0.00469 mm2
- The synthesis report lists the most area-consuming cells as sky130_fd_sc_hd__dfxtp_1, sky130_fd_sc_hd__nor2b_1, sky130_fd_sc_hd__buf_2.
- Post-Syn Instances :: 369
- The synthesized netlist occupies a cell area of 0.00469 mm2.
- Count of state elements after synthesis :: 175
- Synth top area share :: 74.7%
- Main synth FF type :: sky130_fd_sc_hd__dfxtp_1
- The synthesis report lists the Yosys warning total as 1.
- The synthesized netlist was found by Yosys to have 369 cells.
- Sorting the synthesized cells by how often they occur yields sky130_fd_sc_hd__dfxtp_1, sky130_fd_sc_hd__nor2b_1, sky130_fd_sc_hd__buf_2, sky130_fd_sc_hd__clkbuf_1.
- Flip-flops with a built-in enable :: 0
- For reference, the post-synthesis area per instance comes to 12.7 um2.

** Worst setup path
- Counting both buffers and inverters, the worst setup path holds a total of 1.
- Setup Crit Path Kind :: flip-flop to primary output
- Per STA, the highest per-stage delay on the worst path measures 0.36 ns.
- Cell-by-cell listing of the critical path :: buf_6
- Along the worst path, the maximum fanout reaches 1.
- The OpenROAD report gives the critical path a data arrival time of 0.90 ns.
- WP data required :: 0.80 ns
- Cell type of the slowest stage on the worst timing path :: sky130_fd_sc_hd__dfxtp_4
- The worst setup path is launched from a flip-flop.
- On the critical path the largest part of the delay comes from flip-flops.
- The worst setup path is captured at a primary output.

** Floorplanning
- For this configuration, the core starts out at a cell density of 13.6%.
- The initialized floorplan defines 68 standard-cell rows.
- The floorplan report gives the top-level pin count as 352.
- Die Size :: 0.0424 mm2
- Die extent in x :: 206 um
- Measured along the y axis, the die boundary spans 206 um.
- Total core area :: 0.0344 mm2

** Global routing
- Maximum number of pins on one net before global-route repair :: 44
- Number of antenna violations at the first check in global routing :: 0
- Tot GR Track Use :: 7.74%
- The number of global-route vias before repair was 3735.
- Summed over all layers, the global routing overflow is 0.
- First-pass GRT wire length :: 24.3 mm

** Status
- The final reports fail on negative setup slack.
- Run status :: finished, violations left

** Job
- Max-cap check violation count :: 0
- OpenROAD emitted warnings numbering 27.

** Hold path
- Tightest Hold Check Type :: input pin to flip-flop
-- layer usage --
layer  vias to the layer above  global-route usage (%)
met2                       227                    12.2
li1                       1834                       -
met5                         -                       0
met4                         0                   0.808
met1                      1610                    8.90
met3                        13                    5.22
-- power by group through the flow --
| stage | sequential, uW | clock, uW | combinational, uW |
|---|---|---|---|
| 5_1_grt | 7470 | 7060 | 1580 |
| 4_1_cts | 7430 | 6780 | 1480 |
| 6_report | 7440 | 6470 | 1440 |
-- sequential cells by signal (all words and copies together) (netlist names) --
| register | count |
|---|---|
| RSD1_E | 5 |
| RD1E | 32 |
| RSD2_E | 5 |
| PCE | 32 |
| RdE | 5 |
| PC_Plus4E | 32 |
| RD2E | 32 |
| ImmExt_E | 32 |
-- final cells by class --
type	count	area share (%)
sequential	175	41.3
tap	455	6.63
multi-input combinational	175	12.8
clock buffer	20	5.09
clock inverter	12	1.49
timing repair buffer	361	32.7
-- path summary, 6_finish.rpt --
kind,from,end,cells past startpoint
max,PC_Plus4E[5]$_SDFF_PP0_,PC_Plus4E[5],1
min,FlushE,PC_Plus4E[15]$_SDFF_PP0_,2
-- cells in the final DEF, fill, tap and decap left out --
master                              n
sky130_fd_sc_hd__dfxtp_4            1
sky130_fd_sc_hd__clkinvlp_4         1
sky130_fd_sc_hd__buf_2            164
sky130_fd_sc_hd__inv_6              3
sky130_fd_sc_hd__dfxtp_1          144
sky130_fd_sc_hd__clkbuf_16         17
sky130_fd_sc_hd__buf_12             2
sky130_fd_sc_hd__clkbuf_1           3
sky130_fd_sc_hd__buf_6             12
sky130_fd_sc_hd__bufinv_16          1
sky130_fd_sc_hd__clkinv_4           6
sky130_fd_sc_hd__buf_4              8
sky130_fd_sc_hd__inv_8              1
sky130_fd_sc_hd__clkdlybuf4s50_1  175
sky130_fd_sc_hd__nor2b_1          175
sky130_fd_sc_hd__dfxtp_2           30
-- logic make-up after synthesis --
kind of cell	after synthesis	synth area share, %
buf+inv	19	1.97
flops	175	74.7
simple gates	175	23.3
-- stage by stage --
step | area, um2 | setup TNS, ns | power (uW) | setup slack, ns | utilization (%)
after floorplan | 4690 | 0 | 7810 | 0.298 | -
after CTS | 8540 | -14.66 | 15700 | -0.159 | 24.8
after global placement | 8780 | -0.729 | 9400 | -0.148 | 25.5
after global routing | 8580 | -17.26 | 16100 | -0.165 | 25.0
after detailed placement | 8780 | -0.671 | 9410 | -0.134 | 25.5
final | 8580 | -6.86 | 15300 | -0.105 | 25.0
-- what timing repair did --
| item | in CTS | in global routing |
|---|---|---|
| setup endpoints to repair | 175 | 175 |
| endpoints found under the hold margin | 0 | 0 |
| pin swaps | 0 | 0 |
| hold buffers | 0 | 0 |
| gates resized | 601 | 17 |
Power and IR drop assume default switching activity.
